File: flow/constraint.sdc
current_design FPGADigit

set clk_period 4.5
set clk_io_pct 0.2

create_clock -name clk0 -period $clk_period [get_ports {clkx}]

set non_clock_inputs [all_inputs -no_clocks]
set_input_delay [expr $clk_period * $clk_io_pct] -clock clk0 $non_clock_inputs
set_output_delay [expr $clk_period * $clk_io_pct] -clock clk0 [all_outputs]
File: flow/run.sh
#!/bin/bash
# OpenROAD 26Q1-2900-gdf79404cd8, Yosys 0.63+post, stock flow scripts
make -C /OpenROAD-flow-scripts/flow DESIGN_CONFIG=/design/flow/config.mk WORK_HOME=/design/flow/orfs finish
File: flow/design.v
`timescale 1ns/1ps
module Counter(clk, out);
    input                   clk;
    output reg [2:0]        out;
        initial begin
            out <= 3'b000;
        end;
    always @(posedge clk)  begin
        out <= out + 1;
    end
endmodule
`timescale 1ns/1ps
module FPGADigit( clkx,
                  dig,
                  AN,
                  SEG);
   input  clkx;
   input[31:0]  dig;
   output[7:0] AN;
   output[7:0] SEG;
   wire clk_N;
   wire[3:0] data;
   wire[2:0] num;
    divider #(5000) u_divider(.clk(clkx), .clk_N(clk_N));
    Counter u_counter(.clk(clk_N), .out(num));
    decoder3_8 u_d38(.num(num), .sel(AN));
    display_sel u_ds(.num(num), .dig(dig), .code(data));
    sevenseg_dec u_sd(.data(data), .segments(SEG));
endmodule
`timescale 1ns/1ps
module decoder3_8(num, sel);
    input  [2: 0] num;
    output reg [7:0] sel;
    always @(num) begin
        case(num)
            3'd0: sel = 8'b11111110;
            3'd1: sel = 8'b11111101;
            3'd2: sel = 8'b11111011;
            3'd3: sel = 8'b11110111;
            3'd4: sel = 8'b11101111;
            3'd5: sel = 8'b11011111;
            3'd6: sel = 8'b10111111;
            3'd7: sel = 8'b01111111;
            default: sel = 8'b11111111;
        endcase
    end
endmodule
`timescale 1ns/1ps
module display_sel(num, dig, code);
    input   [2: 0]    num;
    input   [31:0]    dig;
    output reg [3:0]  code;
    always @* begin
        case(num)
            3'd0: code = dig[3:0];
            3'd1: code = dig[7:4];
            3'd2: code = dig[11:8];
            3'd3: code = dig[15:12];
            3'd4: code = dig[19:16];
            3'd5: code = dig[23:20];
            3'd6: code = dig[27:24];
            3'd7: code = dig[31:28];
            default: code = 4'h0;
        endcase
    end
endmodule
`timescale 1ns/1ps
module divider (clk, clk_N);
    input           clk;
    output reg      clk_N;
    parameter      N = 50_000_000;
    reg [31:0]      counter;
        initial begin;
            counter <= 32'h0;
            clk_N <= 1'b0;
        end
    always @(posedge clk)  begin
        if(counter==N) begin
            clk_N <= ~clk_N;
            counter <= 32'h0;
        end
        else
            counter <= counter + 1;
    end
endmodule
`timescale 1ns/1ps
module sevenseg_dec(
    input [3:0]         data,
    output reg [7:0]    segments
);
	 always @(data) begin
        case(data)
            4'h0: segments = 8'b000_0001_1;
            4'h1: segments = 8'b100_1111_1;
            4'h2: segments = 8'b001_0010_1;
            4'h3: segments = 8'b000_0110_1;
            4'h4: segments = 8'b100_1100_1;
            4'h5: segments = 8'b010_0100_1;
            4'h6: segments = 8'b010_0000_1;
            4'h7: segments = 8'b000_1111_1;
            4'h8: segments = 8'b000_0000_1;
            4'h9: segments = 8'b000_1100_1;
            4'ha: segments = 8'b000_1000_1;
            4'hb: segments = 8'b110_0000_1;
            4'hc: segments = 8'b111_0010_1;
            4'hd: segments = 8'b100_0010_1;
            4'he: segments = 8'b011_0000_1;
            4'hf: segments = 8'b011_1000_1;
            default: segments = 8'b111_1111_1;
        endcase
    end
endmodule
File: flow/config.mk
export PLATFORM = sky130hd
export DESIGN_NAME = FPGADigit
export DESIGN_NICKNAME = FPGADigit
export VERILOG_FILES = /design/flow/design.v
export SDC_FILE = /design/flow/constraint.sdc
export NUM_CORES = 4
export LEC_CHECK = 1
export CORE_UTILIZATION = 30
==> flow_summary_export.csv <==
group,metric,value,unit
power,clockPowerShare,39.9,%
synth,edf_count,1,
cts,cts.path.max_buffers,2,
sta,untimed_endpoints,11,
floorplanning,fp_util,31.0,%
power,power_density,196,nW/µm²
sta,fin_worst_skew,0.00273,ns
place,place_congestion,0.875,
sta,maxSlewHeadroom,59.2,%
sta,rsz0062_at_grt,"false",
sta,drv_slew,0,
synth,ys_seq_share,34.6,%
min_path,hp-class,"reg -> reg",
floorplanning,io_pins,49,
cts,cts_setup_buffers,0,
sta,fmax,230,MHz
power,internal_power,0.000442,W
floorplanning,core_area,6790,µm²
place,port_buffers,47,
synth,common_cells,"dfxtp_1, xnor2_1, nand2_1",
cts,cts_resized,0,
min_path,hp-start,"u_divider.counter[31]",
synth,flop_cell,"dfxtp_1",
synth,synth_area,2110,µm²
power,p_seq_share,53.7,%
cells_and_area,stdcell_count,376,
detailed_routing,post_drt_wl_per_cell,11.4,µm
run_status,status,"finished, final reports clean",
global_routing,grt_pass1_wl,7070,µm
cts,cts-root-buf,"clkbuf_8",
worst_setup_path,cp_max_fo,2,
cells_and_area,fin_util,41.1,%
detailed_routing,diodes,0,
worst_setup_path,critical_path_arrival,3.45,ns
synth,ys_chip_area,2110,µm²
synth,ys_types,47,
power,combPwrFrac,6.4,%
sta,layout_min_cycle_time,4.35,ns
sta,worst_pin_slew,0.609,ns
worst_setup_path,path_class,"in -> out",
cts,numCtsBuffers,5,
sta,setup-tns-final,0,ns
detailed_routing,drc_errors,0,
detailed_routing,drt_wl_total,4290,µm
synth,synth-seq-cells,36,
floorplanning,fp.dieH,85.9,µm
cts,cts_tree,"built",
worst_setup_path,cp-startpoint,"dig[8]",
cells_and_area,drive_gt1_share,9.64,%
power,p_switching,0.000104,W
synth,top_area_cell,"dfxtp_1",
detailed_routing,dr.first_iter.drc_count,43,
cts,htree_levels,2,
synth,synthArstFlopShare,0,%
detailed_routing,first_pass_iters,4,
place,dp_cells,369,
power,switching_share,19.0,%
synth,synthTopCellsByArea,"dfxtp_1, xnor2_1, ha_1",
global_routing,grt.overflow.total,0,
floorplanning,dieWidth,85.9,µm
detailed_routing,ant_nets,0,
sta,unclocked_pins,3,
cts,clkLatencyLatePin,0.28,ns
synth,netlist.area_leader.share,33.2,%
power,ir_drop,171,µV
synth,ys_cells,229,
power,power_leakage,0.997,nW
floorplanning,die_area,7370,µm²
global_routing,grt_max_degree,17,
global_routing,antenna_found_initial,0,
sta,fin_crit_sh,96.7,%
floorplanning,rows,30,
job,warnings,36,
synth,netlist_instances,229,
worst_setup_path,r2r_start,"u_divider.counter[2]",
synth,yosys_warnings,5,
worst_setup_path,cp.required,3.60,ns
job,maxCapViolCount,0,
global_routing,grt_pass1_vias,1618,
worst_setup_path,endpoint_kind,"output pin",
detailed_routing,vias,1717,
detailed_routing,vias_per_cell,4.57,
cells_and_area,syn2layout_area_growth,32.3,%
cts,clk_pin_slew,0.06,ns
sta,final-hold-violation-count,0,
synth,syn_avg_cell_area,9.21,µm²
place,hpwl,3200,µm
sta,final-setup-viol-count,0,
worst_setup_path,start_kind,"input pin",
cts,holdBufCountCts,0,
synth,top_cell,"dfxtp_1",
global_routing,grt_usage,11.9,%
[cells by family after synthesis]
group / after synthesis / synth area share, %
and+or+nand+nor: 87 / 23.2
xor gates and xnor gates: 30 / 12.5
other: 1 / 0.178
adders and majority gates: 15 / 8.90
muxes: 8 / 4.21
AOI/OAI and AO/OA: 28 / 10.6
DFF: 36 / 34.6
buffers and inverters: 24 / 5.81
[metal layers]
metal	routed length (µm)	global-route usage, %	vias up	share of wire, %
li1	-	-	912	-
met1	2180	16.9	752	51
met2	1810	19.9	45	42
met3	230	1.86	8	5.4
met4	67	1.67	0	1.6
met5	0	0	-	0
[power by group through the flow]
stage / clock [W] / sequential, W / combinational [W]
4_1_cts: 0.000224 / 0.000293 / 0.0000349
5_1_grt: 0.000237 / 0.000293 / 0.0000369
6_report: 0.000218 / 0.000293 / 0.0000349
[sequential cells by signal, indices dropped and copies added, names as in the netlist]
name               count
u_divider.counter     32
u_counter.out          3
u_divider.clk_N        1
[cell type report]
type,instances,area [µm²]
clock buffer,7,86.3
tap,96,120
inverter,16,60.1
timing repair buffer,52,508
fill,654,4000
sequential,36,731
multi-input combinational,169,1280
[final timing paths]
| check | to | slack, ns | cells after the start |
|---|---|---|---|
| max | SEG[4] | 0.15 | 9 |
| min | u_divider.counter[31] | 0.46 | 1 |
| max reg2reg | u_divider.counter[31] | 2.53 | 5 |
| min reg2reg | u_divider.counter[31] | 0.46 | 1 |
[worst max-delay path, cell delays in order]
cell and delay, ns:
clkdlybuf4s50_1 0.41, a221oi_1 0.28, a21oi_1 0.10, o31ai_2 0.39, ha_4 0.27, inv_2 0.06, mux2_4 0.30, a221oi_2 0.26
clkdlybuf4s50_1 0.49
[layout by cell type, fill, tap and decap left out, types with 2 or more instances in the layout]
master           instances
a21oi_1                  3
a221oi_2                 2
a22oi_1                  9
and3_1                   5
and4_1                   6
buf_4                    5
clkbuf_8                 6
clkdlybuf4s50_1         47
dfxtp_1                 35
ha_1                    14
inv_1                   15
mux2_2                   3
mux2i_1                  4
nand2_1                 22
nand3_1                 17
nand3b_1                 4
nand4_1                  8
nor2_1                  11
nor4_1                   4
nor4b_1                  3
o22ai_1                  2
o31ai_2                  2
xnor2_1                 26
xor2_1                   4
[per-stage QoR]
stage / area (µm²) / worst slack [ns] / power, W / hold slack (ns)
5_1_grt: 2790 / 0.0167 / 0.000567 / 0.493
3_5_place_dp: 2680 / 0.0199 / 0.000334 / 0.453
4_1_cts: 2760 / 0.0108 / 0.000553 / 0.465
2_1_floorplan: 2110 / 0.667 / 0.000305 / 0.435
3_3_place_gp: 2680 / 0.0381 / 0.000334 / 0.451
6_report: 2790 / 0.146 / 0.000546 / 0.464
Power figures rest on the tool's default switching activity, not on a simulated workload.
