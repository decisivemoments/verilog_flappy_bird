`flow/design.v`:
```
`timescale 1ns/1ps
module ROM_Order_ROM( Address,
                      Data);
   input[19:0]  Address;
   output[31:0] Data;
   reg[31:0] Data;
   always @ (Address)
   begin
      case(Address)
            0 : Data = 403;
            1 : Data = 3475;
            2 : Data = 275;
            3 : Data = 15729171;
            4 : Data = 787;
            5 : Data = 3859;
            6 : Data = 3987;
            7 : Data = 15729811;
            8 : Data = 12883091;
            9 : Data = 17077139;
            10 : Data = 9692083;
            11 : Data = 15729811;
            12 : Data = 8688787;
            13 : Data = 17077267;
            14 : Data = 9724979;
            15 : Data = 15729811;
            16 : Data = 4494483;
            17 : Data = 8689939;
            18 : Data = 4495763;
            19 : Data = 19195059;
            20 : Data = 20243635;
            21 : Data = 17079443;
            22 : Data = 10284211;
            23 : Data = 1049747;
            24 : Data = 12883091;
            25 : Data = 43003427;
            26 : Data = 2098323;
            27 : Data = 12883091;
            28 : Data = 76554275;
            29 : Data = 1171;
            30 : Data = 2451;
            31 : Data = 2097154323;
            32 : Data = 1673619;
            33 : Data = 1171;
            34 : Data = 1344659;
            35 : Data = -14377245;
            36 : Data = -14051101;
            37 : Data = 1049747;
            38 : Data = 9636963;
            39 : Data = 1171;
            40 : Data = 9634915;
            41 : Data = 222298223;
            42 : Data = 1936787;
            43 : Data = 213909615;
            44 : Data = 1147283;
            45 : Data = 3277363;
            46 : Data = 2579;
            47 : Data = 665859;
            48 : Data = 2099603;
            49 : Data = 1094256947;
            50 : Data = 19537955;
            51 : Data = -5690733;
            52 : Data = 691811;
            53 : Data = 478150895;
            54 : Data = 20974003;
            55 : Data = 73992467;
            56 : Data = 19505187;
            57 : Data = 4819347;
            58 : Data = 27893795;
            59 : Data = 9046547;
            60 : Data = 41945491;
            61 : Data = -45509405;
            62 : Data = 140435;
            63 : Data = 100965475;
            64 : Data = 31459603;
            65 : Data = 2099603;
            66 : Data = 1094256947;
            67 : Data = 19014835;
            68 : Data = 100958819;
            69 : Data = 1171;
            70 : Data = 305411;
            71 : Data = 16779667;
            72 : Data = 2722195;
            73 : Data = 19507763;
            74 : Data = 34217571;
            75 : Data = 4786451;
            76 : Data = 16779667;
            77 : Data = 20523571;
            78 : Data = 34215523;
            79 : Data = 4490387;
            80 : Data = 305411;
            81 : Data = 19016243;
            82 : Data = 34215523;
            83 : Data = 15272211;
            84 : Data = 2230675;
            85 : Data = 20523571;
            86 : Data = 663139;
            87 : Data = 4490387;
            88 : Data = 8388719;
            89 : Data = 8684691;
            90 : Data = 41945491;
            91 : Data = -80439581;
            92 : Data = 8388719;
            93 : Data = 2097939;
            94 : Data = 26215859;
            95 : Data = 1555;
            96 : Data = 1683;
            97 : Data = 41944851;
            98 : Data = 31459219;
            99 : Data = 310378735;
            100 : Data = 7341491;
            101 : Data = 16778771;
            102 : Data = 4196019;
            103 : Data = 2492179;
            104 : Data = 2525075;
            105 : Data = 285212911;
            106 : Data = 2707;
            107 : Data = 33754723;
            108 : Data = 8390067;
            109 : Data = 2707;
            110 : Data = 697859;
            111 : Data = 4589331;
            112 : Data = 1683;
            113 : Data = 4885139;
            114 : Data = 698243;
            115 : Data = 243269871;
            116 : Data = 15173267;
            117 : Data = 31459219;
            118 : Data = 230686959;
            119 : Data = 4885139;
            120 : Data = 41945875;
            121 : Data = -43345181;
            122 : Data = 83888659;
            123 : Data = 31459731;
            124 : Data = 1171;
            125 : Data = 2323;
            126 : Data = 1171;
            127 : Data = 55118515;
            128 : Data = 10128051;
            129 : Data = 67119875;
            130 : Data = 23784499;
            131 : Data = 797571;
            132 : Data = 62925571;
            133 : Data = 23784499;
            134 : Data = 24911907;
            135 : Data = 4490387;
            136 : Data = -45834525;
            137 : Data = 1640723;
            138 : Data = -46589725;
            139 : Data = 68099683;
            140 : Data = 68127843;
            141 : Data = 1049747;
            142 : Data = 76744291;
            143 : Data = 1171;
            144 : Data = 9634915;
            145 : Data = 71303279;
            146 : Data = 88080623;
            147 : Data = 83886319;
            148 : Data = 79692015;
            149 : Data = 1049363;
            150 : Data = 2451;
            151 : Data = 41945363;
            152 : Data = 19505187;
            153 : Data = 15272211;
            154 : Data = 4819347;
            155 : Data = 50331887;
            156 : Data = 27893795;
            157 : Data = 4819347;
            158 : Data = 41945619;
            159 : Data = -12971293;
            160 : Data = 8388719;
            161 : Data = -3145325;
            162 : Data = 32509747;
            163 : Data = 3987;
            164 : Data = -564137873;
            165 : Data = 10487955;
            166 : Data = 115;
            167 : Data = 1062208659;
            168 : Data = 43879859;
            169 : Data = 895323539;
            170 : Data = 8256787;
            171 : Data = 6098195;
            172 : Data = 32871;
            173 : Data = 42345619;
            174 : Data = 134515811;
            175 : Data = 41945363;
            176 : Data = 147392611;
            177 : Data = 31892627;
            178 : Data = 134513763;
            179 : Data = 31459603;
            180 : Data = 148439139;
            181 : Data = 468115;
            182 : Data = 100965475;
            183 : Data = 101124707;
            184 : Data = 500883;
            185 : Data = 100963939;
            186 : Data = 101155939;
            187 : Data = 402579;
            188 : Data = 296035;
            189 : Data = 1555;
            190 : Data = 435347;
            191 : Data = 296035;
            192 : Data = 1683;
            193 : Data = 42411155;
            194 : Data = 300131;
            195 : Data = 41944851;
            196 : Data = 31958163;
            197 : Data = 300131;
            198 : Data = 31459219;
            199 : Data = 13633843;
            200 : Data = 12584115;
            201 : Data = 41945491;
            202 : Data = 54069683;
            203 : Data = 10062259;
            204 : Data = 1677715;
            205 : Data = 67119619;
            206 : Data = 21621299;
            207 : Data = 12197923;
            208 : Data = 2393235;
            209 : Data = -18575133;
            210 : Data = 1640723;
            211 : Data = -50783517;
            212 : Data = 32871;
         default : Data = 0;
      endcase
   end
endmodule
```
`flow/run.sh`:
```
#!/bin/bash
# OpenROAD 26Q1-2900-gdf79404cd8, Yosys 0.63+post, stock flow scripts
make -C /OpenROAD-flow-scripts/flow DESIGN_CONFIG=/design/flow/config.mk WORK_HOME=/design/flow/orfs finish
```
`flow/config.mk`:
```
export PLATFORM = sky130hd
export DESIGN_NAME = ROM_Order_ROM
export DESIGN_NICKNAME = ROM_Order_ROM
export VERILOG_FILES = /design/flow/design.v
export SDC_FILE = /design/flow/constraint.sdc
export NUM_CORES = 4
export LEC_CHECK = 1
export CORE_UTILIZATION = 40
export SYNTH_MEMORY_MAX_BITS = 65536
```
`flow/constraint.sdc`:
```
current_design ROM_Order_ROM

set clk_period 4.5
set clk_io_pct 0.2

create_clock -name clk0 -period $clk_period

set non_clock_inputs [all_inputs -no_clocks]
set_input_delay [expr $clk_period * $clk_io_pct] -clock clk0 $non_clock_inputs
set_output_delay [expr $clk_period * $clk_io_pct] -clock clk0 [all_outputs]
```
==> run summary <==
Results of the run.

Setup total negative slack on the finished layout was measured at -25.56 ps. The worst VDD IR drop from the latest analysis is 68.94 uV. The first global-routing pass estimated just over 60,000 um of wire. The minimum clock period after layout is around 4500 ps. The number of cells in the design after placement is 1,368.

Across the run, the number of max-cap violations was 0. The report lists the power per cell area as approximately 120 nW/um^2. The master of the slowest instance on the critical path is sky130_fd_sc_hd__clkdlybuf4s50_1. The sort of element at the end of the critical path is a primary output.

The flow reports an fmax of 0.2211 GHz. The leakage power in the latest report is ~0.0033 uW. The chip height is between 100 and 150 um. The core footprint is 14,480 um^2. The transition time recorded at the tightest slew-check pin is roughly 920 ps.

STA reports the tightest min-delay check as being of type input port to primary output. Wires add up to 43,970 um. The area of all sequential standard cells is 0 um^2. The cell type with the highest occurrence count on the critical path is sky130_fd_sc_hd__buf_4. The sum of buffers and inverters on the critical path is 5. In the final layout, the share of cells above drive strength 1 is between 20 and 30%.

After synthesis the cells add up to 5911 um^2. The top cell type in the final layout, fill and taps aside, is sky130_fd_sc_hd__buf_4. There are 0 flip-flops and latches.

The script logs the mean routed wire length per placed instance as between 30 and 40 um. The combined global-route utilization of all metal layers is 58.08%. The post-synthesis cell count is 1,009. The weighted congestion at the end of routability-driven global placement is approximately 1.3. The cell internal power dissipation is 356.2 uW. The flow ran to the end, but the final reports show violations.

The report shows a maximum critical-path fanout of 7. Yosys stat counts 1,009 cells in the synthesized netlist. In this design, the largest share of critical-path delay is due to buffers and inverters. The number of detailed-route iterations in the first pass is 14. The detail route stage leaves a number of antenna-violating nets equal to 0.

The total of fill cells in the finished design is roughly 1,400. The die extent in x is 123.6 um. After detailed routing, the number of remaining DRC violations is 0. The remaining global-route overflow is 0. The routed via count divided by cell count is between 7 and 8. The OpenROAD warning count is ~50. The end point of the worst hold path is Data[21]. The worst endpoint required time is 3600 ps. The report gives the cell count of the worst hold path as 6. The sequential cell area fraction in the yosys report is 0%.

The row count is ~44. The switching component of the power is roughly 600 uW. The final number of hold-violating endpoints is 0. Total power for the finished layout comes to 968.0 uW. The final cycle utilization of the critical path is 100.5%. For this block, the initial DRC count from the detailed router was 2,176. The origin of the worst min-delay path is Address[6]. The via count of the first global-routing pass is ~9,300. The overall die area is about 15,000 um^2. Counting distinct cell types in the post-synthesis netlist gives 75. Per the layout area report, the combinational gate area comes to 5359 um^2.

For the worst setup path, the data arrival time is 3620 ps. The critical path is of the input port to primary output type. The smallest setup slack after layout is -23.50 ps.

After routing the design area is 8303 um^2. The maximum number of pins on one net before global-route repair is approximately 63. The worst setup path is launched from an input port. The number of standard cells in the layout, taps in and fillers out is between 1,000 and 1,500. The via total after detailed routing is 10,460. The clock buffers instantiated in the layout total 0. The initial antenna violation count was 2. Per STA, the highest per-stage delay on the worst path measures ~430 ps. The count of port buffers added during placement is 52.

Buffers inserted to repair hold after CTS numbered 0. The number of endpoints failing setup at the final stage is 2. The checks that failed: setup timing. The critical path goes through dlygate4sd2_1 -> inv_1 -> buf_4 -> ha_2 -> nand2b_1 -> buf_4 -> nand3_1 -> a31oi_1 -> nor2_1 -> a211o_1 -> a32o_1 -> clkdlybuf4s50_1. The floorplan-stage core utilization is between 40% and 50%. Ranking logic cells in the layout by count gives the top entries sky130_fd_sc_hd__buf_4 (242), sky130_fd_sc_hd__nand2_1 (119), sky130_fd_sc_hd__o21ai_0 (111), sky130_fd_sc_hd__a21oi_1 (108), sky130_fd_sc_hd__nor2_1 (64). After synthesis, the chip area reported by Yosys is 5911 um^2. The area overhead of the layout relative to synthesis is 40.47%. After legalization and detailed placement, the total HPWL measured 31,480 um. The post-detailed-placement cell area is between 8000 and 9000 um^2. Setup repair after global routing could not meet its margin everywhere. The synthesized area divided by synthesized cell count is 5.858 um^2.

Per the breakdown, switching nets consume between 60 and 70% of all power. The synthesis report lists the Yosys warning total as 1. Once layout is complete, the utilization of the core stands at a little under three fifths. The final number of max-transition violations is 0. In this run the count of I/O pins placed on the die edge is 52. The normalized max-slew margin is between 30% and 40%.
[per-layer routing]
layer,global-route usage [%],part of all wire [%],up-vias
met5,8.333,0.12,-
met4,43.22,11,4
met3,37.29,19,413
met2,73.99,36,1216
met1,67.61,34,4599
li1,-,-,4231
[area by class of cell]
cell class                      count  share of cell area (%)
Timing Repair Buffer              312                   32.04
Tap cell                          184                   2.773
Inverter                           13                  0.5877
Multi-Input combinational cell    863                   64.54
Antenna cell                        2                 0.06028
[power by group through the flow]
stage    Combinational, uW  Sequential, uW  Clock (uW)
4_1_cts                875               0           0
5_1_grt                975               0           0
[Yosys cell counts, drive strengths merged (4+ instances only)]
| cell type | n | area (um^2) |
|---|---|---|
| nand2 | 123 | 469.2 |
| o21ai | 115 | 575.6 |
| a21oi | 112 | 564.3 |
| buf | 93 | 538.0 |
| nor2 | 70 | 275.3 |
| a31oi | 45 | 281.5 |
| nand3 | 44 | 225.2 |
| clkbuf | 40 | 151.4 |
| nor3 | 32 | 160.2 |
| nand2b | 29 | 181.4 |
| a211oi | 25 | 187.7 |
| o211ai | 24 | 180.2 |
| ha | 20 | 250.2 |
| nor2b | 20 | 130.1 |
| a311oi | 19 | 166.4 |
| a221oi | 16 | 152.7 |
| o221ai | 16 | 140.1 |
| inv | 13 | 48.79 |
| o311ai | 13 | 113.9 |
| o22ai | 10 | 62.56 |
| or2 | 10 | 62.56 |
| a22oi | 9 | 67.56 |
| o2111ai | 9 | 78.83 |
| and3 | 8 | 50.05 |
| a2111oi | 7 | 68.81 |
| and2 | 7 | 43.79 |
| o31ai | 7 | 52.55 |
| a21o | 5 | 37.54 |
| a211o | 4 | 35.03 |
| a21boi | 4 | 30.03 |
| a311o | 4 | 40.04 |
| a32oi | 4 | 35.03 |
| nor4 | 4 | 25.02 |
| o32ai | 4 | 35.03 |
[how the worst max path moves through the flow]
stage | slack, ps | from | end | cells after the start
finish | -20 | Address[1] | Data[5] | 12
global route | -4 | Address[1] | Data[8] | 13
CTS | 80 | Address[9] | Data[22] | 8
[per-stage QoR]
stage | worst slack [ps] | hold WS (ps)
2_1_floorplan | 935.6 | 2020
3_3_place_gp | -452.2 | 2769
3_5_place_dp | -380.0 | 2775
4_1_cts | 79.22 | 2771
5_1_grt | -3.683 | 2792
6_report | -23.50 | 2768
[kinds of logic (layout without fill, tap and decap cells)]
group	Yosys count	count (layout)	share of synthesized area, %
fa+ha+maj	20	20	4.234
other cells	0	2	0
mux	5	5	0.8891
buf+inv	146	325	12.49
compound gates	480	480	53.56
simple gates	356	356	28.54
xor+xnor	2	2	0.2964
[worst min-delay path, delay by kind of cell]
kind / cells / cell delay, ps
AOI/OAI and AO/OA: 3 / 290
buffers and inverters: 3 / 670
[timing repair]
| action | in CTS | in global routing |
|---|---|---|
| cloned | 0 | 2 |
| buffers inserted | 2 | 0 |
| setup endpoints to repair | 30 | 24 |
| gates resized | 36 | 26 |
| pin swaps | 5 | 5 |
Power figures rest on the tool's default switching activity, not on a simulated workload.
