## /design/flow/config.mk

```make
export PLATFORM = sky130hd
export DESIGN_NAME = LogisimClockComponent
export DESIGN_NICKNAME = LogisimClockComponent
export VERILOG_FILES = /design/flow/design.v
export SDC_FILE = /design/flow/constraint.sdc
export NUM_CORES = 4
export LEC_CHECK = 1
export CORE_AREA = 10 10 70 70
export DIE_AREA = 0 0 80 80
```

## /design/flow/design.v

```verilog
`timescale 1ns/1ps
module LogisimClockComponent( ClockTick,
                              GlobalClock,
                              ClockBus);
   parameter NrOfBits = 1;
   parameter LowTicks = 1;
   parameter HighTicks = 1;
   input  ClockTick;
   input  GlobalClock;
   output[4:0] ClockBus;
   wire s_counter_is_zero;
   wire[NrOfBits-1:0] s_counter_next;
   reg[NrOfBits-1:0] s_counter_reg;
   reg s_derived_clock_reg;
   reg[3:0] s_output_regs;
   assign ClockBus = {GlobalClock,s_output_regs};
   always @(posedge GlobalClock)
   begin
      s_output_regs[0] <= s_derived_clock_reg;
      s_output_regs[1] <= ~s_derived_clock_reg;
      s_output_regs[2] <= ~s_derived_clock_reg & ClockTick & s_counter_is_zero;
      s_output_regs[3] <= s_derived_clock_reg & ClockTick & s_counter_is_zero;
   end
   assign s_counter_is_zero = (s_counter_reg == 0) ? 1'b1 : 1'b0;
   assign s_counter_next = (s_counter_is_zero == 1'b0) ? s_counter_reg - 1 :
                           (s_derived_clock_reg == 1'b1) ? LowTicks - 1 :
                                                           HighTicks - 1;
   initial
   begin
      s_output_regs = 0;
      s_derived_clock_reg = 0;
      s_counter_reg = 0;
   end
   always @(posedge GlobalClock)
   begin
      if (s_counter_is_zero & ClockTick)
      begin
         s_derived_clock_reg <= ~s_derived_clock_reg;
      end
   end
   always @(posedge GlobalClock)
   begin
      if (ClockTick)
      begin
         s_counter_reg <= s_counter_next;
      end
   end
endmodule
```

## /design/flow/run.sh

```bash
#!/bin/bash
# OpenROAD 26Q1-2900-gdf79404cd8, Yosys 0.63+post, stock flow scripts
make -C /OpenROAD-flow-scripts/flow DESIGN_CONFIG=/design/flow/config.mk WORK_HOME=/design/flow/orfs finish
```

## /design/flow/constraint.sdc

```tcl
current_design LogisimClockComponent

set clk_period 1.2
set clk_io_pct 0.2

create_clock -name clk0 -period $clk_period [get_ports {GlobalClock}]

set non_clock_inputs [all_inputs -no_clocks]
set_input_delay [expr $clk_period * $clk_io_pct] -clock clk0 $non_clock_inputs
set_output_delay [expr $clk_period * $clk_io_pct] -clock clk0 [all_outputs]
```

==> design notes <==
The flow ran to the end, and the final reports show no timing, DRC or antenna violations. For this run, the detailed router reports a per-instance via density of 1.77. The run gives 121 um as the amount of wire on met2 after detailed routing.

Broken down by cell family, the worst path's largest delay share belongs to flip-flops. The first detailed-routing pass took 2 iterations. The cell count after synthesis came out at 12.

The starting utilization of the core area was 0.0520. For this design the top-level I/O count stands at 7. Detailed routing inserted a total of 122 vias. The average wire length per cell after detail routing is 5.33 um, and the height of the chip is 80 um.

The later pin in the worst-skew pair is clocked with a latency of 350 ps. The final report gives the standard cell area, fillers excluded, as 322 um2. The flip-flop count of the largest register, all copies and words added came out at 4. With the depth of the critical timing path with buffers and inverters included at 1, the power density over the cells is 1780 nW/um2.

The first global-routing pass estimated 621 um of wire. Once placement finished, the instance area stood at 288 um2. For this block, wires on met1 add up to 101 um. The origin of the critical flop-to-flop path is s_counter_reg$_SDFFCE_PN0P_. In this run the worst setup path begins at s_output_regs[2]$_DFF_P_. Entering global routing, the biggest net connects 5 pins. Standard cell with the maximum stage delay on the critical path: dfxtp_1. The total overflow left after global routing is 0. The sum of net half-perimeters after detailed placement was 271 um.

The arrival time of data at the worst endpoint is listed as 880 ps. The run gives 0.261 for the fraction of final layout cells sized beyond drive strength 1. The logs give 3420 um2 for the total core area and 0 for the count of endpoints failing setup in the final report. The final count of hold timing violations is 0.

Most instantiated logic cell after routing: clkbuf_4. The total routed wirelength was 368 um. The maximum fanout count along the critical path was 1. The run gives 0.789 for the sequential area share after synthesis.

The run gives 1 for the number of synthesis warnings. The min-delay analysis places its worst path in the category register to register. The cell leakage power came out at 0.130 nW. The routed layout reports a DRC error count of 0. The critical path is of the register to output pin type. Setup repair after global routing left no endpoint under its margin. The post-route minimum period is 1120 ps, and the final critical-path share of the clock period is 0.932.

The endpoint identified for the worst register-to-register timing path is s_derived_clock_reg$_DFFE_PP_. The run gives 960 ps for the critical path required time. The register clock-pin slew on the reported worst setup and hold paths was 50 ps; the number of inserted diodes was 0.

The final timing report lists clock skew as 11.9 ps. The run gives 0 for the number of nets with antenna violations after detailed routing. After clock tree synthesis, the setup repair step added 0 buffers. The run gives 370 ps as the setup slack of the most critical reg-to-reg path. The initial antenna violation count was 0; the die boundary width was 80 um. With the length of routed met3 wiring at 145 um, the number of synthesized register bits is 6. The capturing element type of the critical path was an output pin. The path depth of the worst reg2reg path was 1. A synthesized cell averages 14.8 um2. For this run, the chip area from Yosys synthesis comes to 178 um2. Static timing analysis puts the maximum clock frequency at 894 MHz. For this design, Yosys synthesis ends with a cell count of 12. Setup slack on the worst path after placement came out at -24.8 ps. TritonCTS built the clock tree. The run gives 0.0941 as the share of the core filled with cells in the final layout. With the peak ir drop on the vdd network at 0.000307 V, the synthesis-to-finish area growth is 81.0%. The run gives 178 um2 as the netlist area before placement. Ranking logic cells in the layout by count gives the top entries 6 x clkbuf_4, 4 x dlygate4sd2_1, 4 x dfxtp_1. According to the floorplan log, the row count is 21. Worst setup path endpoint: ClockBus[2]. Adding up every negative setup slack in the final design gives 0 ps. The worst setup path is launched from a register. The worst-case setup margin in the final layout was 81.4 ps. The reported max-cap violation count came out at 0.

Per the detail_route log, the uppermost layer with routed signals is met3. Distinct cell type count of the synthesized netlist: 8. The run gives 0.0135 for the global router's overall resource usage. Among all stages on the critical path, the maximum delay recorded is 300 ps. Traced cell by cell, the critical path runs through dlygate4sd2_1. The placement report lists the number of port buffers as 6. The max-slew violation count was 0; the number of global-route vias before repair was 171. Per the log, the first TritonRoute iteration ended with a DRC count of 6. The logs give 0.636 for the routability congestion estimate from global placement and 6400 um2 for the full die area. The buffer and inverter count on the worst path came out at 1. The tool warning count works out to 26.
[what timing repair did]
action                                  in CTS  in global routing
endpoints found under the setup margin       5                  1
hold buffers                                 0                  0
gates resized                                6                  0
[power by group]
group          internal (mW)  switching [mW]
Clock                  0.235          0.0962
Combinational         0.0115         0.00478
Sequential             0.221         0.00433
[stage by stage]
step,hold WS [ps],std cells,total power [mW]
floorplan,306,12,0.272
global placement,399,63,0.303
detailed placement,411,63,0.304
CTS,444,70,0.650
global route,464,69,0.629
finish,433,69,0.573
[worst min-delay path by stage]
stage,startpoint,end,slack [ps],depth (start not counted)
6_report,s_derived_clock_reg$_DFFE_PP_,s_output_regs[0]$_DFF_P_,430,0
4_1_cts,s_derived_clock_reg$_DFFE_PP_,s_output_regs[0]$_DFF_P_,440,0
5_1_grt,s_derived_clock_reg$_DFFE_PP_,s_output_regs[0]$_DFF_P_,460,0
[logic make-up after synthesis]
kind of cell	synth area share
simple gates	0.127
other cells	0.0211
flops	0.789
buf+inv	0.0634
[cell usage after synthesis]
cell | number | area (um2)
buf_4 | 1 | 7.51
nor3b_1 | 1 | 7.51
dfxtp_1 | 4 | 80.1
conb_1 | 1 | 3.75
edfxtp_1 | 2 | 60.1
inv_1 | 1 | 3.75
nor2b_1 | 1 | 6.26
and3b_1 | 1 | 8.76
[per-layer routing]
metal,vias to the layer above,track usage
met5,-,0
met4,0,0.0123
met3,0,0.0261
met2,10,0.0120
met1,55,0.00873
li1,57,-
[area by class of cell]
class / instances / area, um2
clock buffer: 7 / 48.8
fill: 401 / 3090
inverter: 1 / 3.75
multi-input combinational: 4 / 26.3
sequential: 6 / 140
tap: 46 / 57.6
timing repair buffer: 5 / 45.0
No activity file was given, so power comes from the tool's default toggle rates.
