$ cat run.sh
#!/bin/bash
# OpenROAD 26Q1-2900-gdf79404cd8, Yosys 0.63+post, stock flow scripts
make -C /OpenROAD-flow-scripts/flow DESIGN_CONFIG=/design/flow/config.mk WORK_HOME=/design/flow/orfs finish
$ cat config.mk
export PLATFORM = sky130hd
export DESIGN_NAME = vga
export DESIGN_NICKNAME = vga
export VERILOG_FILES = /design/flow/design.v
export SDC_FILE = /design/flow/constraint.sdc
export NUM_CORES = 4
export LEC_CHECK = 1
export CORE_AREA = 10 10 112 112
export DIE_AREA = 0 0 122 122
$ cat constraint.sdc
current_design vga

set clk_period 5.8
set clk_io_pct 0.2

create_clock -name clk0 -period $clk_period [get_ports {i_clk}]

set non_clock_inputs [all_inputs -no_clocks]
set_input_delay [expr $clk_period * $clk_io_pct] -clock clk0 $non_clock_inputs
set_output_delay [expr $clk_period * $clk_io_pct] -clock clk0 [all_outputs]
$ cat design.v
`timescale 1ns / 1ps
module vga(
    input wire i_clk,            
    input wire i_rst,            
    output wire o_hs,            
    output wire o_vs,            
    output wire o_active,        
    output wire [17:0] address 
    );
    wire [9:0] o_x;
    wire [8:0] o_y;
    reg i_pix_stb;        
    reg [15:0] cnt;
    initial begin
        cnt=0;
        i_pix_stb=0;
    end
    always @(posedge i_clk)
        {i_pix_stb, cnt} <= cnt + 16'h4000;   
    localparam HS_STA = 16;               
    localparam HS_END = 16 + 96;          
    localparam HA_STA = 16 + 96 + 48;     
    localparam VS_STA = 480 + 10;         
    localparam VS_END = 480 + 10 + 2;     
    localparam VA_STA = 0;               
    localparam VA_END = 480;              
    localparam LINE   = 800;              
    localparam SCREEN = 525;              
    reg [9:0] h_count;   
    reg [9:0] v_count;   
    initial
    begin
        h_count=0;
        v_count=0;
    end
    assign o_hs = ~((h_count >= HS_STA) & (h_count < HS_END));
    assign o_vs = ~((v_count >= VS_STA) & (v_count < VS_END));
    assign o_x = (h_count < HA_STA) ? 0 : ((h_count - HA_STA) / 16);
    assign o_y = (v_count >= VA_END) ? 0 : ((v_count - VA_STA) / 16);
    assign address = o_y * 80 + o_x*2 + 16'h1000;
    assign o_active = ~((h_count < HA_STA) | (v_count > VA_END - 1));
    always @ (posedge i_clk)
    begin
        if (i_rst)   
        begin
            h_count <= 0;
            v_count <= 0;
        end
        if (i_pix_stb)   
        begin
            if (h_count == LINE)   
            begin
                h_count <= 0;
                v_count <= v_count + 1;
            end
            else 
                h_count <= h_count + 1;
            if (v_count == SCREEN)   
                v_count <= 0;
        end
    end
endmodule
==> impl_metrics.py <==
# Flow results
metrics = {
    "die": {
        "pin_count": 23,
        "fp_util": 0.198,
        "die_h_um": 122,
        "core_region_area_sq_um": 10200,
        "num_rows": 37,
        "dieArea_sq_um": 14900,
        "die_w_um": 122,
    },
    "run_status": {
        "status": "finished, final reports clean",
    },
    "yosys": {
        "mux_share": 0.00493,
        "synth_cell_types": 49,
        "compound_area_frac": 0.171,
        "syn_area_sq_um": 2030,
        "adder_share": 0.139,
        "synth-edff-count": 10,
        "ys_area_sq_um": 2030,
        "xor_area_frac": 0.0777,
        "syn_inst": 242,
        "ys_seq_frac": 0.276,
        "ff_type": "dfxtp_1",
        "ys_cells": 242,
        "top_logic_kind": "simple AND/OR/NAND/NOR gates",
        "largest_area_cell": "edfxtp_1",
        "ys.flops": 23,
        "syn_area_per_cell_sq_um": 8.39,
        "simple_gate_share": 0.260,
        "ys_warn_count": 1,
        "yosys.area.top_type_share": 0.148,
        "topCellsByArea": "edfxtp_1 (15%), ha_1 (13%), dfxtp_1 (13%)",
        "synth-async-reset-ratio": 0,
    },
    "power_and_ir_drop": {
        "p_leak_nw": 0.921,
        "power.density_nw_per_um2": 129,
        "finalPower_w": 0.000301,
        "ir_drop_mv": 0.0579,
        "p_int_w": 0.000232,
        "pwr-share-comb": 0.083,
        "power_frac_clock": 0.333,
        "switching_share": 0.227,
        "p_seq_frac": 0.584,
        "power.switching_w": 0.0000684,
    },
    "clock_tree": {
        "cts_tree": "done",
        "cts-buffers-inserted": 3,
        "ctsHoldBuffers": 0,
        "clock_latency_ns": 0.26,
        "postCtsSetupRepairBufs": 0,
        "clkSinkCount": 23,
        "clk_pin_slew_ns": 0.08,
        "htree_levels": 1,
        "ctsResizeCount": 0,
        "cts_buffer_depth": 2,
        "cts_root_buf": "clkbuf_8",
    },
    "critical_path": {
        "endpoint_kind": "output pin",
        "r2r-start": "h_count[0]$_SDFFCE_PP0P_",
        "endpoint": "address[11]",
        "crit_fanout": 10,
        "r2r_end": "v_count[8]$_DFF_P_",
        "reg2regPathDepth": 8,
        "r2r_slack_ns": 3.64,
        "critPathKind": "flip-flop to output pin",
        "cp.depth": 12,
        "path_cells": "nand2_1 > nor2_1 > nor2_1 > and3_1 > ha_1 > fa_1 > ha_1 > a211oi_1 > a31oi_4 > mux2i_1 > a2111oi_2 > clkdlybuf4s50_1",
        "cp_slowest_cell": "dfxtp_1",
        "required_ns": 4.64,
        "crit_start": "v_count[6]$_DFF_P_",
        "slowest_delay_ns": 0.54,
        "critical_path_buf_inv_count": 1,
        "cp-start-kind": "flip-flop",
        "arrival_ns": 4.02,
        "crit_family": "adder cells",
    },
    "sta": {
        "setup_viol": 0,
        "rsz0062_at_grt": "false",
        "fin_ws_ns": 0.618,
        "period_needed_ns": 5.18,
        "max_freq_ghz": 0.193,
        "clock_skew_ns": 0.00286,
        "worst_pin_slew_ns": 0.738,
        "maxSlewViolCount": 0,
        "post-route-period-util": 0.893,
        "fin_setup_tns_ns": 0,
        "final_hold_viol_count": 0,
        "maxSlewHeadroom": 0.503,
    },
    "final_layout": {
        "regArea_sq_um": 561,
        "lay_top_count": "nor2_1",
        "layout_top_cells": "nor2_1 (32), ha_1 (21), clkdlybuf4s50_1 (17)",
        "syn_to_final_growth_pct": 15.2,
        "comb_area_sq_um": 1350,
        "n_fill_cell": 1089,
        "drive_above_1_share": 0.0472,
        "fin_util": 0.229,
        "fin_area_sq_um": 2340,
    },
    "drt": {
        "first_pass_iters": 4,
        "ant_nets": 0,
        "num_vias": 1634,
        "route.detailed.drc": 0,
        "vias_per_cell": 4.19,
        "first_iter_violations": 103,
        "routedWlPerCell_um": 10.4,
        "diodes": 0,
        "wirelength_mm": 4.04,
    },
    "placed_design": {
        "numPortBuffers": 17,
        "place_area_sq_um": 2290,
        "dpl.hpwl_mm": 3.20,
        "gp_congestion": 0.867,
        "post-place-ws_ns": 0.884,
    },
    "global_route": {
        "grt_pass1_vias": 1539,
        "antenna_found_initial": 0,
        "grt_overflow": 0,
        "grt_first_pass_wirelength_mm": 6.87,
        "grt_use_total": 0.0534,
        "grt_max_degree": 14,
    },
    "min_path": {
        "hold_class": "flip-flop to flip-flop",
    },
    "run": {
        "warning_count": 32,
        "maxCapViolCount": 0,
    },
}
==> stage by stage <==
step | cells | hold WS, ns
2_1_floorplan | 247 | 0.357
3_3_place_gp | 386 | 0.364
3_5_place_dp | 386 | 0.368
4_1_cts | 390 | 0.389
5_1_grt | 390 | 0.421
6_report | 390 | 0.387
==> worst min-delay path by stage <==
stage / slack, ns / from / cells past startpoint / to
4_1_cts: 0.39 / cnt[14]$_DFF_P_ / 1 / cnt[14]$_DFF_P_
5_1_grt: 0.42 / cnt[14]$_DFF_P_ / 1 / cnt[14]$_DFF_P_
6_report: 0.39 / cnt[14]$_DFF_P_ / 1 / cnt[14]$_DFF_P_
==> layer usage <==
layer / part of all wire / track usage
met1: 0.51 / 0.0748
met2: 0.42 / 0.0841
met3: 0.066 / 0.0146
met4: 0.0045 / 0.00373
met5: 0 / 0
==> state kept, by name, indices dropped and copies added, names as in the netlist <==
| register | count |
|---|---|
| h_count | 10 |
| v_count | 10 |
| i_pix_stb | 1 |
| cnt | 2 |
==> Yosys cell counts, types with 5 or more instances <==
cell / count
nor2_1: 32
ha_1: 21
a21oi_1: 13
dfxtp_1: 13
nand2_1: 13
inv_1: 12
o21ai_0: 12
xnor2_1: 11
edfxtp_1: 10
nand3_1: 9
buf_4: 7
nor2b_1: 7
xor2_1: 7
and3_1: 6
and2_1: 5
==> power by group through the flow <==
| stage | registers (W) | logic (W) | clock network, W |
|---|---|---|---|
| finish | 0.000176 | 0.0000249 | 0.000100 |
| CTS | 0.000176 | 0.0000255 | 0.000102 |
| global route | 0.000177 | 0.0000284 | 0.000109 |
==> final cells by class <==
cell class	instances	share of cell area
multi-input cells	198	0.576
well taps	136	0.0728
inverters	12	0.0193
repair buffers	17	0.0728
flip-flops and latches	23	0.240
clock inverters	1	0.00214
clock buffers	3	0.0177
==> kinds of logic after synthesis <==
family | after synthesis
simple gates | 101
compound gates | 50
buf+inv | 26
flops | 23
fa+ha+maj | 22
xor+xnor | 18
other cells | 1
mux | 1
Power figures rest on the tool's default switching activity, not on a simulated workload.
