<file path="flow/config.mk">
export PLATFORM = sky130hd
export DESIGN_NAME = regfile1
export DESIGN_NICKNAME = regfile1
export VERILOG_FILES = /design/flow/design.v
export SDC_FILE = /design/flow/constraint.sdc
export NUM_CORES = 4
export LEC_CHECK = 1
export CORE_UTILIZATION = 50
</file>
<file path="flow/constraint.sdc">
current_design regfile1

set clk_period 7.5
set clk_io_pct 0.2

create_clock -name clk0 -period $clk_period [get_ports {clk}]

set non_clock_inputs [all_inputs -no_clocks]
set_input_delay [expr $clk_period * $clk_io_pct] -clock clk0 $non_clock_inputs
set_output_delay [expr $clk_period * $clk_io_pct] -clock clk0 [all_outputs]
</file>
<file path="flow/design.v">
`timescale 1ns / 1ps
module regfile1(
    input             clk,
    input             wen,  
    input            tick,
    input      [4 :0] raddr1,  
    input      [4 :0] raddr2,
    input      [4 :0] waddr,  
    input      [31:0] wdata,
    output     [31:0] rdata1,  
    output     [31:0] rdata2,
    input             butOn);
    reg [31:0] rf[30:0];
    reg [31:0] rf31;
    integer i;
    always @(posedge clk)
    if(wen && tick && waddr!=5'd0 && waddr!=5'd31)
    begin
          rf[waddr] <= wdata;
    end
    initial
    begin
        rf[30] = 32'd0;
        rf31 = 32'd0;
    end
    always @(posedge clk)
    if(wen && tick && waddr==5'd31)
        rf31 <= wdata ;
    else if(butOn)
        rf31<=32'd1;
    assign rdata1 = (raddr1==5'd0) ? 32'd0 : ((raddr1==5'd31) ?rf31:rf[raddr1]);
    assign rdata2 = (raddr2==5'd0) ? 32'd0 :  ((raddr2==5'd31) ?rf31:rf[raddr2]);
endmodule
</file>
<file path="flow/run.sh">
#!/bin/bash
# OpenROAD 26Q1-2900-gdf79404cd8, Yosys 0.63+post, stock flow scripts
make -C /OpenROAD-flow-scripts/flow DESIGN_CONFIG=/design/flow/config.mk WORK_HOME=/design/flow/orfs finish
</file>
==> impl_metrics.py <==
# Flow results
metrics = {
    "die": {
        "fp-utilization": 0.506,
        "die_area_um2": 97700,
        "core-area_um2": 95300,
        "num_io_pins": 115,
        "die_height_um": 313,
        "die_x_um": 313,
        "rows": 113,
    },
    "clock_network": {
        "cts_tree": "done",
        "clock_path_buffers": 3,
        "cts_made_buffers": 108,
        "cts_resized": 0,
        "cts.sinks": 1024,
        "post_cts_buffers": 0,
        "path_clk_slew_ns": 0.06,
        "cts_root_buf": "clkbuf_16",
        "cts_hold_buf": 0,
        "htree_levels": 3,
    },
    "layout": {
        "stdcell_area_um2": 54800,
        "fill_cells": 7121,
        "area_growth_pct": 13.7,
        "final_cells": 4510,
        "drive_gt1_frac": 0.202,
    },
    "synth": {
        "top_area_frac": 0.638,
        "syn_area_um2": 48200,
        "yosys_cells": 2966,
        "ff_type": "edfxtp_1",
        "synth.distinct_cells": 51,
        "synth_warnings": 1,
        "yosysSeqAreaShare": 0.638,
        "area_leaders": "edfxtp_1 64%, mux2i_1 12%, mux4_2 10%",
        "ys_async_sr_fraction": 0,
        "numSynthFlops": 1024,
        "ys_chip_area_um2": 48200,
        "synthTopCellsByCount": "1024 x edfxtp_1, 555 x mux2i_1, 221 x mux4_2",
        "avgSynthCellArea_um2": 16.3,
        "syn_inst": 2966,
        "largest_area_cell": "edfxtp_1",
        "edf_count": 1024,
        "synth.most_common_cell": "edfxtp_1",
    },
    "sta": {
        "finalWorstSetupSlack_ns": 0.974,
        "tightest_slew_ns": 1.01,
        "hold_violations": 0,
        "setup-tns-final_ns": 0,
        "drv_slew": 0,
        "rsz0062_at_grt": "false",
        "clock.fmax_ghz": 0.153,
        "final.min_clock_period_ns": 6.53,
        "setup_viol": 0,
        "period_used_share": 0.870,
        "relSlewSlack": 0.326,
    },
    "setup_path": {
        "cp.required_ns": 6.00,
        "cp_slowest_stage_delay_ns": 0.89,
        "critPathSlowestCell": "or3b_2",
        "crit_chain": "buf_4 -> or3b_2 -> buf_4 -> o21ai_0 -> nor4_1 -> o221a_2 -> a21oi_1 -> clkdlybuf4s50_1",
        "critPathKind": "in2out",
        "cp.arrival_ns": 5.03,
        "critPathLaunchType": "input pin",
        "critPathCaptureType": "primary output",
        "worstPathMaxFanout": 19,
        "cp_common_cell": "buf_4",
    },
    "pwr": {
        "total_power_uw": 12700,
        "power.share.sequential": 0.501,
        "p_sw_frac": 0.230,
        "intPower_uw": 9800,
        "power.leakage_uw": 0.0187,
        "irDropWorstVdd_mv": 0.206,
        "p_switching_uw": 2930,
        "powerDensity_nw_per_um2": 232,
        "pwr-share-comb": 0.095,
        "p_clk_frac": 0.404,
    },
    "place": {
        "dp_slack_ns": 1.10,
        "gp_congestion": 0.940,
        "dp.cells": 4311,
        "dpl_cell_area_um2": 51500,
        "hpwl_mm": 99.3,
        "io_buffer_count": 114,
    },
    "job": {
        "cap_violations": 0,
        "tool_warnings": 26,
    },
    "global_route": {
        "grt_max_degree": 98,
        "use_met2": 0.520,
        "gr-usage-met1": 0.469,
        "grt_pass1_wl_mm": 231,
        "grt_use_total": 0.377,
        "grt_pass1_vias": 32559,
        "met3_usage": 0.308,
        "grt.busiest_layer": "met2",
        "overflow": 0,
        "antenna_found_initial": 2,
    },
    "status": {
        "outcome": "finished clean",
    },
    "detailed_routing": {
        "antenna-diode-count": 0,
        "ant_nets": 0,
        "drt-total-wl_mm": 163,
        "viasPerCell": 6.69,
        "via_count": 30167,
        "route.detailed.drc": 0,
        "drtIter0Drc": 2024,
        "wl_per_cell_um": 36.2,
        "dr.pass1.iters": 5,
    },
    "hold_path": {
        "hold_path_class": "in2reg",
    },
}
[power by group through the flow]
| stage | sequential [uW] | combinational, uW | clock [uW] |
|---|---|---|---|
| 4_1_cts | 6390 | 1190 | 5200 |
| 5_1_grt | 6390 | 1270 | 5420 |
| 6_report | 6390 | 1200 | 5150 |
[state kept, by name, indices dropped and copies added, names as in the netlist]
register  count
rf          992
rf31         32
[cells by family after synthesis]
family | synth area share
buffers and inverters | 0.0257
flip-flops | 0.638
AND-OR/OR-AND | 0.0752
AND/OR/NAND/NOR | 0.0357
other | 0.0000778
multiplexers | 0.226
[worst max-delay path, delay by kind of cell]
family,cells,cell delay [ns]
AOI/OAI and AO/OA,3,1.16
buffers and inverters,3,1.35
and+or+nand+nor,2,0.98
[final timing paths]
kind  startpoint  cells past startpoint              endpoint  slack, ns
max    raddr1[3]                      8             rdata1[6]       0.97
min    wdata[25]                      2  rf[28][25]$_DFFE_PP_       1.63
[metal layers]
layer | part of all wire | wire, um
met1 | 0.31 | 51300
met2 | 0.45 | 73500
met3 | 0.19 | 31800
met4 | 0.037 | 6020
met5 | 0.0033 | 543
[layout make-up]
type                    instances  area [um^2]  share of cell area
clock inverters                62          498             0.00908
inverters                       3         11.3            0.000205
multi-input cells            1741        16600               0.303
repair buffers                278         2490              0.0455
flip-flops and latches       1024        30700               0.561
clock buffers                 137         2880              0.0524
well taps                    1265         1580              0.0289
[metrics by stage]
step / util / hold slack [ns]
final: 0.575 / 1.63
after global routing: 0.575 / 1.62
after CTS: 0.575 / 1.60
after detailed placement: 0.540 / 2.34
after global placement: 0.540 / 2.33
after floorplan: - / 1.60
[placed cells by master, fill, tap and decap left out, types with 17 or more instances in the layout]
cell type | Yosys | layout
clkdlybuf4s50_1 | 0 | 104
o21ai_0 | 106 | 106
o22ai_1 | 172 | 172
nor2_1 | 141 | 108
mux2i_1 | 555 | 555
a2111oi_2 | 17 | 17
buf_4 | 38 | 158
conb_1 | 1 | 32
o221ai_1 | 22 | 22
clkinv_1 | 0 | 33
o221a_2 | 22 | 22
a211oi_1 | 75 | 75
nor2_4 | 0 | 33
clkbuf_16 | 0 | 111
nor4_1 | 26 | 26
clkbuf_1 | 79 | 26
nand2_1 | 114 | 113
and2_1 | 33 | 32
mux2_2 | 32 | 32
a21oi_1 | 68 | 68
mux4_2 | 221 | 221
edfxtp_1 | 1024 | 1024
Power and IR drop assume default switching activity.
